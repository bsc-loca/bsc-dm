### /design/flow/design.v
module jtag_tap(
                tms_pad_i,
                tck_pad_i,
                trst_pad_i,
                tdi_pad_i,
                tdo_pad_o,
                tdo_padoe_o,
                shift_dr_o,
                pause_dr_o,
                update_dr_o,
                capture_dr_o,
                extest_select_o,
                sample_preload_select_o,
                mbist_select_o,
                debug_select_o,
                dtmcs_select_o,
                dmi_select_o,
                tdo_o,
                debug_tdi_i,     
                bs_chain_tdi_i,  
                mbist_tdi_i,     
                dtmcs_tdi_i,
                dmi_tdi_i,
		idcode_i	 
              );
input   tms_pad_i;       
input   tck_pad_i;       
input   trst_pad_i;      
input   tdi_pad_i;       
output  tdo_pad_o;       
output  tdo_padoe_o;     
output  shift_dr_o;
output  pause_dr_o;
output  update_dr_o;
output  capture_dr_o;
output  extest_select_o;
output  sample_preload_select_o;
output  mbist_select_o;
output  debug_select_o;
output  dtmcs_select_o;
output  dmi_select_o;
output  tdo_o;
input   debug_tdi_i;     
input   bs_chain_tdi_i;  
input   mbist_tdi_i;     
input   dtmcs_tdi_i;
input   dmi_tdi_i;
input [31:0]  idcode_i;
reg     test_logic_reset;
reg     run_test_idle;
reg     select_dr_scan;
reg     capture_dr;
reg     shift_dr;
reg     exit1_dr;
reg     pause_dr;
reg     exit2_dr;
reg     update_dr;
reg     select_ir_scan;
reg     capture_ir;
reg     shift_ir, shift_ir_neg;
reg     exit1_ir;
reg     pause_ir;
reg     exit2_ir;
reg     update_ir;
reg     extest_select;
reg     sample_preload_select;
reg     idcode_select;
reg     mbist_select;
reg     debug_select;
reg     bypass_select;
reg     dtmcs_select;
reg     dmi_select;
reg     tdo_pad_o;
reg     tdo_padoe_o;
reg     tms_q1, tms_q2, tms_q3, tms_q4;
wire    tms_reset;
assign tdo_o = tdi_pad_i;
assign shift_dr_o = shift_dr;
assign pause_dr_o = pause_dr;
assign update_dr_o = update_dr;
assign capture_dr_o = capture_dr;
assign extest_select_o = extest_select;
assign sample_preload_select_o = sample_preload_select;
assign mbist_select_o = mbist_select;
assign debug_select_o = debug_select;
assign dtmcs_select_o = dtmcs_select;
assign dmi_select_o = dmi_select;
always @ (posedge tck_pad_i)
begin
  tms_q1 <= tms_pad_i;
  tms_q2 <= tms_q1;
  tms_q3 <= tms_q2;
  tms_q4 <= tms_q3;
end
assign tms_reset = tms_q1 & tms_q2 & tms_q3 & tms_q4 & tms_pad_i;     
always @ (posedge tck_pad_i or posedge trst_pad_i)
begin
  if(trst_pad_i)
    test_logic_reset<=1'b1;
  else if (tms_reset)
    test_logic_reset<=1'b1;
  else
    begin
      if(tms_pad_i & (test_logic_reset | select_ir_scan))
        test_logic_reset<=1'b1;
      else
        test_logic_reset<=1'b0;
    end
end
always @ (posedge tck_pad_i or posedge trst_pad_i)
begin
  if(trst_pad_i)
    run_test_idle<=1'b0;
  else if (tms_reset)
    run_test_idle<=1'b0;
  else
  if(~tms_pad_i & (test_logic_reset | run_test_idle | update_dr | update_ir))
    run_test_idle<=1'b1;
  else
    run_test_idle<=1'b0;
end
always @ (posedge tck_pad_i or posedge trst_pad_i)
begin
  if(trst_pad_i)
    select_dr_scan<=1'b0;
  else if (tms_reset)
    select_dr_scan<=1'b0;
  else
  if(tms_pad_i & (run_test_idle | update_dr | update_ir))
    select_dr_scan<=1'b1;
  else
    select_dr_scan<=1'b0;
end
always @ (posedge tck_pad_i or posedge trst_pad_i)
begin
  if(trst_pad_i)
    capture_dr<=1'b0;
  else if (tms_reset)
    capture_dr<=1'b0;
  else
  if(~tms_pad_i & select_dr_scan)
    capture_dr<=1'b1;
  else
    capture_dr<=1'b0;
end
always @ (posedge tck_pad_i or posedge trst_pad_i)
begin
  if(trst_pad_i)
    shift_dr<=1'b0;
  else if (tms_reset)
    shift_dr<=1'b0;
  else
  if(~tms_pad_i & (capture_dr | shift_dr | exit2_dr))
    shift_dr<=1'b1;
  else
    shift_dr<=1'b0;
end
always @ (posedge tck_pad_i or posedge trst_pad_i)
begin
  if(trst_pad_i)
    exit1_dr<=1'b0;
  else if (tms_reset)
    exit1_dr<=1'b0;
  else
  if(tms_pad_i & (capture_dr | shift_dr))
    exit1_dr<=1'b1;
  else
    exit1_dr<=1'b0;
end
always @ (posedge tck_pad_i or posedge trst_pad_i)
begin
  if(trst_pad_i)
    pause_dr<=1'b0;
  else if (tms_reset)
    pause_dr<=1'b0;
  else
  if(~tms_pad_i & (exit1_dr | pause_dr))
    pause_dr<=1'b1;
  else
    pause_dr<=1'b0;
end
always @ (posedge tck_pad_i or posedge trst_pad_i)
begin
  if(trst_pad_i)
    exit2_dr<=1'b0;
  else if (tms_reset)
    exit2_dr<=1'b0;
  else
  if(tms_pad_i & pause_dr)
    exit2_dr<=1'b1;
  else
    exit2_dr<=1'b0;
end
always @ (posedge tck_pad_i or posedge trst_pad_i)
begin
  if(trst_pad_i)
    update_dr<=1'b0;
  else if (tms_reset)
    update_dr<=1'b0;
  else
  if(tms_pad_i & (exit1_dr | exit2_dr))
    update_dr<=1'b1;
  else
    update_dr<=1'b0;
end
always @ (posedge tck_pad_i or posedge trst_pad_i)
begin
  if(trst_pad_i)
    select_ir_scan<=1'b0;
  else if (tms_reset)
    select_ir_scan<=1'b0;
  else
  if(tms_pad_i & select_dr_scan)
    select_ir_scan<=1'b1;
  else
    select_ir_scan<=1'b0;
end
always @ (posedge tck_pad_i or posedge trst_pad_i)
begin
  if(trst_pad_i)
    capture_ir<=1'b0;
  else if (tms_reset)
    capture_ir<=1'b0;
  else
  if(~tms_pad_i & select_ir_scan)
    capture_ir<=1'b1;
  else
    capture_ir<=1'b0;
end
always @ (posedge tck_pad_i or posedge trst_pad_i)
begin
  if(trst_pad_i)
    shift_ir<=1'b0;
  else if (tms_reset)
    shift_ir<=1'b0;
  else
  if(~tms_pad_i & (capture_ir | shift_ir | exit2_ir))
    shift_ir<=1'b1;
  else
    shift_ir<=1'b0;
end
always @ (posedge tck_pad_i or posedge trst_pad_i)
begin
  if(trst_pad_i)
    exit1_ir<=1'b0;
  else if (tms_reset)
    exit1_ir<=1'b0;
  else
  if(tms_pad_i & (capture_ir | shift_ir))
    exit1_ir<=1'b1;
  else
    exit1_ir<=1'b0;
end
always @ (posedge tck_pad_i or posedge trst_pad_i)
begin
  if(trst_pad_i)
    pause_ir<=1'b0;
  else if (tms_reset)
    pause_ir<=1'b0;
  else
  if(~tms_pad_i & (exit1_ir | pause_ir))
    pause_ir<=1'b1;
  else
    pause_ir<=1'b0;
end
always @ (posedge tck_pad_i or posedge trst_pad_i)
begin
  if(trst_pad_i)
    exit2_ir<=1'b0;
  else if (tms_reset)
    exit2_ir<=1'b0;
  else
  if(tms_pad_i & pause_ir)
    exit2_ir<=1'b1;
  else
    exit2_ir<=1'b0;
end
always @ (posedge tck_pad_i or posedge trst_pad_i)
begin
  if(trst_pad_i)
    update_ir<=1'b0;
  else if (tms_reset)
    update_ir<=1'b0;
  else
  if(tms_pad_i & (exit1_ir | exit2_ir))
    update_ir<=1'b1;
  else
    update_ir<=1'b0;
end
reg [5-1:0]  jtag_ir;           
reg [5-1:0]  latched_jtag_ir, latched_jtag_ir_neg;
reg                   instruction_tdo;
always @ (posedge tck_pad_i or posedge trst_pad_i)
begin
  if(trst_pad_i)
    jtag_ir[5-1:0] <= 5'b0;
  else if(capture_ir)
    jtag_ir <= 5'b0101;           
  else if(shift_ir)
    jtag_ir[5-1:0] <= {tdi_pad_i, jtag_ir[5-1:1]};
end
always @ (negedge tck_pad_i)
begin
  instruction_tdo <= jtag_ir[0];
end
reg [31:0] idcode_reg;
reg        idcode_tdo;
always @ (posedge tck_pad_i)
begin
  if(idcode_select & shift_dr)
    idcode_reg <= {tdi_pad_i, idcode_reg[31:1]};
  else
    idcode_reg <= idcode_i;
end
always @ (negedge tck_pad_i)
begin
    idcode_tdo <= idcode_reg[0];
end
reg  bypassed_tdo;
reg  bypass_reg;
always @ (posedge tck_pad_i or posedge trst_pad_i)
begin
  if (trst_pad_i)
    bypass_reg<=1'b0;
  else if(shift_dr)
    bypass_reg<=tdi_pad_i;
end
always @ (negedge tck_pad_i)
begin
  bypassed_tdo <=bypass_reg;
end
always @ (posedge tck_pad_i or posedge trst_pad_i)
begin
  if(trst_pad_i)
    latched_jtag_ir <=5'b00010;    
  else if (tms_reset)
    latched_jtag_ir <=5'b00010;    
  else if(update_ir)
    latched_jtag_ir <=jtag_ir;
end
always @ (latched_jtag_ir)
begin
  extest_select           = 1'b0;
  sample_preload_select   = 1'b0;
  idcode_select           = 1'b0;
  mbist_select            = 1'b0;
  debug_select            = 1'b0;
  bypass_select           = 1'b0;
  dtmcs_select            = 1'b0;
  dmi_select              = 1'b0;
  case(latched_jtag_ir)    /* synthesis parallel_case */
    5'b00000:            extest_select           = 1'b1;     
    5'b00001:    sample_preload_select   = 1'b1;     
    5'b00010:            idcode_select           = 1'b1;     
    5'b01001:             mbist_select            = 1'b1;     
    5'b01000:             debug_select            = 1'b1;     
    5'b01111:            bypass_select           = 1'b1;     
    5'b10000:             dtmcs_select            = 1'b1;     
    5'b10001:               dmi_select              = 1'b1;     
    default:            bypass_select           = 1'b1;     
  endcase
end
always @ (shift_ir_neg or exit1_ir or instruction_tdo or latched_jtag_ir_neg or idcode_tdo or
          debug_tdi_i or bs_chain_tdi_i or mbist_tdi_i or
          bypassed_tdo or dtmcs_tdi_i or dmi_tdi_i)
begin
  if(shift_ir_neg)
    tdo_pad_o = instruction_tdo;
  else
    begin
      case(latched_jtag_ir_neg)    // synthesis parallel_case
        5'b00010:            tdo_pad_o = idcode_tdo;        
        5'b01000:             tdo_pad_o = debug_tdi_i;       
        5'b00001:    tdo_pad_o = bs_chain_tdi_i;    
        5'b00000:            tdo_pad_o = bs_chain_tdi_i;    
        5'b01001:             tdo_pad_o = mbist_tdi_i;       
        5'b10000:             tdo_pad_o = dtmcs_tdi_i;       
        5'b10001:               tdo_pad_o = dmi_tdi_i;         
        default:            tdo_pad_o = bypassed_tdo;      
      endcase
    end
end
always @ (negedge tck_pad_i)
begin
  tdo_padoe_o <= shift_ir | shift_dr | (pause_dr & debug_select);
end
always @ (negedge tck_pad_i)
begin
  shift_ir_neg <= shift_ir;
  latched_jtag_ir_neg <= latched_jtag_ir;
end
endmodule
### /design/flow/run.sh
#!/bin/bash
# OpenROAD 26Q1-2900-gdf79404cd8, Yosys 0.63+post, stock flow scripts
make -C /OpenROAD-flow-scripts/flow DESIGN_CONFIG=/design/flow/config.mk WORK_HOME=/design/flow/orfs finish
### /design/flow/config.mk
export PLATFORM = sky130hd
export DESIGN_NAME = jtag_tap
export DESIGN_NICKNAME = jtag_tap
export VERILOG_FILES = /design/flow/design.v
export SDC_FILE = /design/flow/constraint.sdc
export NUM_CORES = 4
export LEC_CHECK = 1
export CORE_UTILIZATION = 40
### /design/flow/constraint.sdc
current_design jtag_tap

set clk_period 3.5
set clk_io_pct 0.2

create_clock -name clk0 -period $clk_period [get_ports {tck_pad_i}]

set non_clock_inputs [all_inputs -no_clocks]
set_input_delay [expr $clk_period * $clk_io_pct] -clock clk0 $non_clock_inputs
set_output_delay [expr $clk_period * $clk_io_pct] -clock clk0 [all_outputs]
==> results_slide.txt <==
Synthesis and Place & Route Summary

Run status
  • Status: finished with violations
  • Failing checks: negative setup slack

CTS
  • Htree depth: 3
  • CTS Buf Count: 9
  • Clock latency (worst-skew pair): approximately 0.38 ns
  • CTS hold repair buffers: 0
  • Post-CTS setup buffer count: 0
  • Clk slew on worst S/H paths: about 0.07 ns
  • Clock root cell: clkbuf_8
  • Maximum buffer depth of the clock tree: 2
  • CTS tree: done
  • Clock sinks: ~73

Final layout
  • Layout cells sized above 1: around 21%
  • Final design utilization: 55.39%
  • Flip-flop count of the largest register after layout: 32
  • Final Cell Area: ~3300 µm²
  • Area grow syn2layout: 32.60%
  • Fillers: between 500 and 600

Floorplanning
  • Die Size: 6576 µm²
  • Core area: 5991 µm²
  • Io pins: approximately 54
  • Die X: just over 80 µm
  • Floorplan Utilization: a little over two fifths
  • Row count: 28
  • Die height: slightly above 80 µm

Placement
  • DP HPWL: 2908 µm
  • IO buf count: between 50 and 60
  • DP Worst Slack: -0.5913 ns
  • GP Congestion: roughly 0.73
  • DP Area: between 3000 and 4000 µm²

GRT
  • First-pass GRT wire length: between 6000 and 7000 µm
  • Vias in the first global route: between 1,500 and 2,000
  • Initial antenna violation count: 0
  • GRT Resource Usage Total: 14.57%
  • Grt total ovfl: 0
  • Largest net degree at the start of global routing: 33

STA
  • Worst-margin pin slew: 0.4813 ns
  • RSZ-0062 raised after global routing: true
  • Final setup vio count: 1
  • Worst setup margin: -0.5432 ns
  • Rel. slew slack: 67.81%
  • Layout Skew: between 0.04 and 0.05 ns
  • Final Hold Vio Count: 0
  • Slew Limit Fails: 0

Power
  • Power, Total: approximately 0.0022 W
  • Power share of the combinational group: between 10% and 20%
  • Switch Pwr: between 0.0005 and 0.0006 W
  • VDD IR max: roughly 320 µV
  • Pint: approximately 0.0016 W
  • Net Sw Frac: about a quarter
  • Register share of total power: 51.5%
  • Power share of the clock group: a little under a third
  • Leak: between 1 and 1.5 nW
  • Pwr/cell area: 662.7 nW/µm²

Yosys
  • Total of warnings raised by yosys: 2
  • Cells after synthesis: 197
  • Yosys stat chip area: around 2500 µm²
  • Top cell type's share of synthesized area: 36.80%
  • Post-synth regs: about 73
  • Syn avg cell area: roughly 13 µm²
  • Unique cell types: 27
  • Cell count listed in synth_stat.txt: 197
  • Mapped Area: about 2500 µm²
  • Cell taking the most area after synthesis: dfxtp_1
  • Seq share, synth: a little under two thirds
  • Top cells by area: dfxtp_1, dfrtp_1, mux2_2, nor2_1, mux2i_1

Setup path
  • Type of the worst setup path: register to output pin
  • CP arrival: roughly 3.3 ns
  • Critical-path cell list: mux2i_1, a211oi_1, o21ai_1, a222oi_1, buf_2
  • Crit. End Element: output pin
  • CP max-delay cell: dfxtp_2
  • Worst EP required: between 2 and 3 ns
  • CP peak stage delay: between 0.3 and 0.4 ns
  • Worst-path fanout max: 4
  • CP Launch Type: register

Route
  • Initial DRC Count: around 50
  • Antenna Violating Nets Remaining: 0
  • First-pass DRT Iterations: 4
  • Avg Vias per Cell: 4.679
  • DRC viols: 0
  • Final wirelength: approximately 4300 µm
  • Ant diodes: 0
  • Wire per inst: between 10 and 15 µm
  • Vias: 1,619

Min path
  • Worst min-delay path class: register to register

Run
  • Total tool warning count: 37
  • Max-cap violations: 0
==> what timing repair did <==
item | in CTS | in global routing
resized | 6 | 1
setup endpoints to repair | 2 | 1
pin swaps | 2 | 0
==> worst max-delay path, delay by kind of cell, from the launching register on <==
kind / cells / cell delay (ns)
compound gates: 3 / 0.61
mux: 1 / 0.12
buf+inv: 1 / 0.15
flops: 1 / 0.33
==> synthesized netlist by cell type <==
cell      count
nand3b_1      1
mux2i_1      10
nor3_1        8
dfrtp_1      25
a211oi_1      1
mux2_1        2
or3_4         1
nor3_4        1
nor2_1       29
nor2b_1       4
a222oi_1      1
or3b_2        1
nand2b_1      2
mux2_2       31
and3_1        5
clkbuf_1      3
nand2_1       6
a21oi_1       1
a211o_1       3
dfstp_2       2
nor4_1        1
buf_6         3
inv_1         4
buf_4         1
o21ai_0       4
nand3_1       1
dfxtp_1      46
==> worst paths after layout <==
path	from	to	slack, ns	cells past startpoint
max in group asynchronous	trst_pad_i	latched_jtag_ir[1]	2.49	3
setup reg to reg	latched_jtag_ir[2]	tdo_padoe_o	0.45	3
setup / recovery	latched_jtag_ir_neg[0]	tdo_pad_o	-0.54	5
hold reg to reg	tms_q2	tms_q3	0.35	0
hold / removal	tms_q2	tms_q3	0.35	0
min in group asynchronous	trst_pad_i	update_ir	0.71	3
==> layout make-up <==
class	count	area [µm²]	share of cell area, %
clock buffers	10	137.6	4.148
inverters	3	11.26	0.3394
well taps	75	93.84	2.828
multi-input cells	113	835.8	25.19
flip-flops and latches	73	1602	48.27
repair buffers	56	546.8	16.48
clock inverters	16	91.34	2.753
==> cells in the final DEF, fill, tap and decap left out <==
cell type / n
clkbuf_8: 10
buf_2: 1
nand2b_1: 2
dfrtp_1: 25
a222oi_1: 1
inv_4: 1
or3b_2: 1
mux2_1: 2
nor3_4: 1
or3_4: 1
nor2_1: 29
nand3b_1: 1
buf_4: 3
nor3_1: 8
a211oi_1: 1
a21oi_1: 1
o21ai_0: 3
clkdlybuf4s50_1: 51
inv_1: 13
clkinv_2: 2
dfxtp_2: 2
a211o_1: 3
bufinv_16: 1
mux2i_1: 10
dfxtp_1: 44
clkinv_1: 2
o21ai_1: 1
mux2_2: 31
dlygate4sd2_1: 1
nand2_1: 6
nand3_1: 1
and3_1: 5
dfstp_2: 2
nor4_1: 1
nor2b_1: 4
==> routing by layer <==
| layer | part of all wire, % | wire [µm] | global-route usage [%] | up-vias |
|---|---|---|---|---|
| li1 | - | - | - | 805 |
| met1 | 47 | 2027 | 22.24 | 764 |
| met2 | 44 | 1916 | 21.01 | 44 |
| met3 | 7.1 | 308 | 5.473 | 6 |
| met4 | 1.6 | 69 | 2.500 | 0 |
| met5 | 0 | 0 | 0 | - |
==> power groups by stage <==
stage	clock, W	sequential [W]	combinational [W]
after CTS	0.000690	0.00113	0.000395
after global routing	0.000745	0.00115	0.000435
final	0.000677	0.00113	0.000389
==> kinds of logic (layout without fill, tap and decap cells) <==
family,count (synthesis),after routing,share of synthesized area [%]
multiplexers,43,43,18.85
buffers and inverters,11,85,2.700
AND/OR/NAND/NOR,60,60,11.80
AND-OR/OR-AND,10,10,2.750
flip-flops,73,73,63.90
==> through the flow <==
stage                     hold slack (ns)  instances  TNS (ns)
after global routing               0.3531        346   -0.6032
after CTS                          0.3507        346   -0.5589
after detailed placement           0.3346        321   -0.5913
final                              0.3455        346   -0.5432
after floorplan                    0.3231        197         0
after global placement             0.3297        321   -0.5452
Power figures rest on the tool's default switching activity, not on a simulated workload.
